<file path="design.v">
module regfile #(parameter WIDTH=32, ADDR=5)
(
    input logic clk,
    input logic reset_n,
    input logic wr_en,
    input logic [ADDR-1:0] rs1,
    input logic [ADDR-1:0] rs2,
    input logic [ADDR-1:0] rd,
    output logic [WIDTH-1:0] rdata1,
    output logic [WIDTH-1:0] rdata2,
    input logic [WIDTH-1:0] wdata
);
localparam nENTRY = 2**ADDR;
logic [WIDTH-1:0] data [nENTRY];
assign rdata1 = (rs1 == 0) ? 32'd0 : data[rs1];
assign rdata2 = (rs2 == 0) ? 32'd0 : data[rs2];
always_ff @(posedge clk) 
    if(!reset_n) begin
        for(int i = 0; i < nENTRY; i++)
            data[i] <= 0;
        data[2] <= 32'h1000;
    end
    else if(wr_en)
        data[rd] <= wdata;
endmodule
</file>
<file path="run.sh">
#!/bin/bash
# OpenROAD 26Q1-2900-gdf79404cd8, Yosys 0.63+post, stock flow scripts
make -C /OpenROAD-flow-scripts/flow DESIGN_CONFIG=/design/flow/config.mk WORK_HOME=/design/flow/orfs finish
</file>
<file path="config.mk">
export PLATFORM = sky130hd
export DESIGN_NAME = regfile
export DESIGN_NICKNAME = regfile
export VERILOG_FILES = /design/flow/design.v
export SDC_FILE = /design/flow/constraint.sdc
export NUM_CORES = 4
export LEC_CHECK = 1
export CORE_UTILIZATION = 30
</file>
<file path="constraint.sdc">
current_design regfile

set clk_period 8.8
set clk_io_pct 0.2

create_clock -name clk0 -period $clk_period [get_ports {clk}]

set non_clock_inputs [all_inputs -no_clocks]
set_input_delay [expr $clk_period * $clk_io_pct] -clock clk0 $non_clock_inputs
set_output_delay [expr $clk_period * $clk_io_pct] -clock clk0 [all_outputs]
</file>
==> run summary <==
Results of the implementation run.

In this run, flip-flops and latches consume 48.8% of the power. Of the cells placed in the final design, the portion with a size suffix greater than 1 is 25.10%. The cell area power density is 189.9 mW/mm². In the post-synthesis netlist, the biggest area contributors are sky130_fd_sc_hd__edfxtp_1, sky130_fd_sc_hd__mux4_2, sky130_fd_sc_hd__and2_1. The total power is 11.82 mW. The routability-driven placement congestion ratio came out at 0.9230. The fraction of the yosys area taken by sequential cells came out at 56.50%. The required time of the critical path came out at 7.04 ns. The average cell area after synthesis came out at 15.34 µm². Setup repair after global routing left no endpoint under its margin. The timing-limited maximum frequency is 133.3 MHz.

The iteration-0 DRC count of the detailed router came out at 1986. The most frequently used cell type in the post-synthesis netlist is sky130_fd_sc_hd__and2_1. The placement row count came out at 155. The final HPWL from detailed placement came out at 112800 µm. The worst hold path stage count came out at 2.

The routed design could run at a clock period as short as 7.499 ns. Cells fill 34.70% of the core in the end. The final layout contains routed wiring with a total length of 184100 µm.

The count of state elements after synthesis is 1024. The startpoint identified for the worst hold timing path is reset_n. The critical path's slowest stage uses the library cell sky130_fd_sc_hd__a2111oi_0.

Sorting the Yosys area breakdown by cell type puts at the top sky130_fd_sc_hd__edfxtp_1. Counting flops per register, the top entry is data. The analysis reports a worst IR drop on VDD of 0.0001608 V.

The max-cap check violation count is 0. The yosys stat cell total is 3548. The area inside the core boundary is 0.1794 mm². Port buffering added 113 buffers. STA classifies the critical path endpoint as an output pin. The number of global-route vias before repair came out at 35874. The switching power as a share of total power is 24.69%. The endpoint arrival time on the critical path is 5.74 ns.

The number of vias per cell after detailed routing is 5.449. The routed wire length per instance came out at 30.60 µm. The combinational share of power came out at 12.4%.

The setup TNS after final layout is 0 ns. TritonCTS built the clock tree. The horizontal extent of the die is 427.9 µm. The commonest cells after synthesis are sky130_fd_sc_hd__and2_1, sky130_fd_sc_hd__edfxtp_1, sky130_fd_sc_hd__mux4_2.

The netlist area before placement is 0.05443 mm². The tree is rooted in a sky130_fd_sc_hd__clkbuf_16. CTS added clock buffers totalling 110. The number of vias after detailed routing came out at 32782. Entering global routing, the biggest net connects 85 pins. For reference, the clock transition at the flip-flops on the worst setup and hold paths is 0.06 ns. The static leakage came out at 20.81 nW. For this design the top-level I/O count stands at 114.

The library cell appearing most often on the critical path is sky130_fd_sc_hd__buf_4. The deepest level of the CTS H-tree is 3. STA classifies the critical path startpoint as an input port. Across all checked pins, the minimum headroom to the slew limit is 20.10%. The hold-fix buffer count after cts is 0. For reference, the critical path is launched at rs2[1]. The final tally of hold violations came out at 0. The pin closest to its max-slew limit shows a slew of 1.168 ns. The critical path is of the in -> out type. The remaining design rule violation count came out at 0.

The die covers 0.1831 mm². The area added between synthesis and finish is 14.39%. Internal power comes to 8.903 mW. Among all flip-flop cells after synthesis, the most frequent one is sky130_fd_sc_hd__edfxtp_1. The maximum number of buffers from clock root to sink came out at 3. Nets still carrying antenna violations after routing amount to 0. The die is 427.9 µm tall. The Yosys warning count is 1. The number of instances in the placed design came out at 5806. The length of the first detailed-routing pass in iterations is 5. The period utilization is 85.22%.

The number of flip-flops in the largest register came out at 1024. The clock tree has to reach 1024 sinks. The number of warnings reported in the stage logs is 26. The global-route usage over all layers came out at 21.36%.

The delay contributed by the slowest stage of the critical path came out at 1.02 ns. Listed in order, past its start point the critical path passes buf_4 > buf_4 > or3_1 > buf_4 > o22ai_1 > a2111oi_0 > buf_4 > nor3_1 > buf_4 > clkdlybuf4s50_1. Before placement the cells fill 30.34% of the core. The net switching power of the design is 2.919 mW. The netlist uses 42 different library cells. STA shows the worst min-delay path finishing at data[3][31].

The share of the synthesized area in the top cell type is 56.50%. The final setup violation count came out at 0. The number of resized instances in the post-cts repair step is 0. The synthesized instance count is 3548.

The total cell area reported by yosys after synthesis came out at 0.05443 mm². The final standard cell count with taps included and fillers excluded is 6016. For this run, asynchronously set or reset flops after synthesis account for 0%. The run finished with clean final reports.

The final-report max-slew violation count came out at 0. Post-CTS timing repair inserted 0 buffers for setup. The first global-routing pass estimated 262000 µm of wire.

In the final layout, the registers with the most flip-flops are data (1024). The remaining global-route overflow is 0. The clock group share of total power came out at 38.8%. The number of antenna violations at the first check in global routing was 7. The worst hold path class is in -> reg. The report shows a maximum critical-path fanout of 30.

The number of enable flip-flop cells is 1024.
kinds of logic (layout without fill, tap and decap cells):
| logic type | Yosys count | in the layout | share of synthesized area [%] |
|---|---|---|---|
| simple gates | 1174 | 1174 | 13.19 |
| other cells | 0 | 3 | 0 |
| flops | 1024 | 1024 | 56.50 |
| compound gates | 294 | 294 | 4.012 |
| buf+inv | 397 | 507 | 3.389 |
| mux | 659 | 659 | 22.91 |
power by group through the flow:
stage     Clock [mW]  Sequential [mW]  Combinational [mW]
6_report        4.59             5.77                1.46
5_1_grt         4.83             5.80                1.54
4_1_cts         4.65             5.77                1.47
cell type report:
| type | count | area (µm²) |
|---|---|---|
| antenna | 3 | 7.507 |
| clock buffer | 131 | 2895 |
| clock inverter | 76 | 620.6 |
| fill | 16626 | 117100 |
| inverter | 3 | 11.26 |
| multi-input combinational | 2127 | 22420 |
| sequential | 1024 | 30750 |
| tap | 2355 | 2947 |
| timing repair buffer | 297 | 2610 |
critical path, delay by kind of cell:
kind,cells,cell delay (ns)
AND-OR/OR-AND,2,1.17
AND/OR/NAND/NOR,2,0.46
buffers and inverters,6,2.29
worst max-delay path by stage:
stage / end / cells after the start
after CTS: rdata2[11] / 10
after global routing: rdata2[11] / 10
final: rdata2[11] / 10
cell usage in the layout (no fill, tap or decap), types with 4 or more instances in the layout:
cell type / synthesis / final
sky130_fd_sc_hd__a22oi_1: 16 / 16
sky130_fd_sc_hd__clkinvlp_4: 0 / 4
sky130_fd_sc_hd__o22ai_1: 103 / 103
sky130_fd_sc_hd__nor2_4: 0 / 20
sky130_fd_sc_hd__nor2_1: 39 / 6
sky130_fd_sc_hd__inv_6: 0 / 5
sky130_fd_sc_hd__o221ai_1: 6 / 6
sky130_fd_sc_hd__a22o_1: 51 / 51
sky130_fd_sc_hd__nand2_1: 8 / 8
sky130_fd_sc_hd__o21ai_4: 0 / 32
sky130_fd_sc_hd__mux2i_1: 159 / 159
sky130_fd_sc_hd__mux2_1: 4 / 4
sky130_fd_sc_hd__nor3_1: 54 / 54
sky130_fd_sc_hd__a21oi_1: 8 / 8
sky130_fd_sc_hd__nand3b_1: 5 / 5
sky130_fd_sc_hd__mux4_2: 466 / 466
sky130_fd_sc_hd__a221oi_1: 7 / 7
sky130_fd_sc_hd__and2_1: 1026 / 1025
sky130_fd_sc_hd__edfxtp_1: 1024 / 1024
sky130_fd_sc_hd__bufinv_16: 0 / 10
sky130_fd_sc_hd__a2111oi_0: 40 / 36
sky130_fd_sc_hd__a211oi_1: 4 / 4
sky130_fd_sc_hd__nor2_2: 0 / 13
sky130_fd_sc_hd__nor4_1: 5 / 4
sky130_fd_sc_hd__or3_1: 4 / 4
sky130_fd_sc_hd__buf_4: 31 / 178
sky130_fd_sc_hd__a32o_1: 4 / 4
sky130_fd_sc_hd__clkdlybuf4s50_1: 0 / 103
sky130_fd_sc_hd__clkbuf_16: 0 / 113
sky130_fd_sc_hd__nor2b_1: 14 / 12
sky130_fd_sc_hd__nand2b_1: 6 / 6
sky130_fd_sc_hd__clkinv_2: 0 / 18
sky130_fd_sc_hd__a2111oi_1: 19 / 23
sky130_fd_sc_hd__buf_12: 0 / 8
sky130_fd_sc_hd__clkbuf_1: 281 / 18
sky130_fd_sc_hd__clkinv_1: 0 / 37
sky130_fd_sc_hd__mux2_2: 30 / 30
through the flow:
stage | cell area, µm² | hold slack (ns) | worst slack (ns)
2_1_floorplan | 54430 | 1.940 | 3.431
3_3_place_gp | 58730 | 2.292 | 1.489
3_5_place_dp | 58730 | 2.298 | 1.472
4_1_cts | 62250 | 1.509 | 1.449
5_1_grt | 62250 | 1.533 | 1.356
6_report | 62260 | 1.547 | 1.301
per-layer routing:
layer / vias to the layer above / part of all wire [%] / global-route usage [%]
li1: 13808 / - / -
met4: 4 / 5.4 / 9.075
met3: 437 / 16 / 14.69
met2: 2327 / 46 / 31.97
met5: - / 0.056 / 0.8327
met1: 16206 / 32 / 23.59
No activity file was given, so power comes from the tool's default toggle rates.
