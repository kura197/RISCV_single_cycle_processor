**design.v**
```verilog
module flopenr #(parameter WIDTH=32)
(
    input logic clk,
    input logic reset_n,
    input logic [WIDTH-1:0] init,
    input logic wr_en,
    input logic [WIDTH-1:0] in,
    output logic [WIDTH-1:0] out
);
always_ff @(posedge clk)
    if(!reset_n)
        out <= init;
    else if(wr_en)
        out <= in;
endmodule
```
**run.sh**
```bash
#!/bin/bash
# OpenROAD 26Q1-2900-gdf79404cd8, Yosys 0.63+post, stock flow scripts
make -C /OpenROAD-flow-scripts/flow DESIGN_CONFIG=/design/flow/config.mk WORK_HOME=/design/flow/orfs finish
```
**constraint.sdc**
```tcl
current_design flopenr

set clk_period 2.3
set clk_io_pct 0.2

create_clock -name clk0 -period $clk_period [get_ports {clk}]

set non_clock_inputs [all_inputs -no_clocks]
set_input_delay [expr $clk_period * $clk_io_pct] -clock clk0 $non_clock_inputs
set_output_delay [expr $clk_period * $clk_io_pct] -clock clk0 [all_outputs]
```
**config.mk**
```make
export PLATFORM = sky130hd
export DESIGN_NAME = flopenr
export DESIGN_NICKNAME = flopenr
export VERILOG_FILES = /design/flow/design.v
export SDC_FILE = /design/flow/constraint.sdc
export NUM_CORES = 4
export LEC_CHECK = 1
export CORE_AREA = 10 10 100 100
export DIE_AREA = 0 0 110 110
```
==> datasheet_impl.txt <==
Summary of implementation characteristics

Parameter                              Value

Final timing
  Max-slew violation count    0
  Setup violators final    0
  FMAX    approximately 640 MHz
  Setup Total Neg Slack    0 ps
  Final Critical Period    approximately 1600 ps
  Actual transition at the worst max-transition pin    between 400 and 500 ps
  Final-report hold violation count    0
  Normalized max-slew margin    0.721
  Share of the clock period used by the worst path after layout    0.675
  Unrepaired setup endpoints after global routing    false

Pwr
  Worst-case vdd ir drop    ~0.00018 V
  Total power divided by cell area    approximately 550 mW/mm^2
  Leakage power of the design    slightly above 1 nW
  Combinational group share of total power    0.227
  Total power after layout    1.46 mW
  Clock power share    0.272
  Sequential Power Share    0.501
  Pint    about 1.2 mW
  Sw Pwr    about 270 uW
  Net Sw Frac    0.185

Clocking
  Count of clock tree sinks    32
  # H-tree levels    2
  Number of hold buffers added after CTS    0
  Cells resized by post-CTS repair    0
  Inserted Clock Buffers    5
  TritonCTS clock tree    done
  Maximum buffer depth of the clock tree    2
  Root buffer selected by CTS    clkbuf_8
  Clock Pin Slew Worst Setup and Hold Paths    roughly 60 ps
  Post-CTS repair timing setup buffer count    0

Setup path
  Worst path bufs/invs    1
  Ordered cell list for the critical path    clkdlybuf4s50_1
  Worst Setup Path Type    reg -> out
  Arrival time of the worst setup path    1090 ps
  Startpoint type of the worst setup path    flip-flop
  Critical path data required time    around 1800 ps
  Largest driver fanout on the critical path    1
  CP delay by family, top    buffers and inverters
  Largest stage delay, worst path    470 ps
  Library cell contributing the largest single delay on the critical path    clkdlybuf4s50_1
  Type of destination of the critical path    output pin

Placement
  Tally of buffers added on design ports    ~100
  Inst Count DP    ~270
  Final RePlAce weighted congestion    0.778
  Standard cell area after detailed placement    roughly 0.0026 sq mm

Final layout
  Largest regs    out (32)
  Final Cell Area    roughly 0.0027 sq mm
  Filler instances    between 700 and 800
  Area growth from synthesis to layout    77.1%
  Largest register FFs    32
  Fraction of layout cells with a size suffix above 1    0.241
  Most flop-heavy register    out
  Post-route insts no fill    between 200 and 300

Route
  Routed via count divided by cell count    around 3.5
  Residual antenna-violating net count after detailed routing    0
  DRC violation count after routing    0
  Wire per inst    15.0 um
  DRT Wirelength    between 4000 and 5000 um
  Initial drt markers    21
  DR pass1 iterations    4
  Diodes inserted    0
  Via Count    ~960

Floorplanning
  Die outline height    between 100 and 150 um
  Std-Cell Core Area    around 0.0078 sq mm
  Die Outline Area    roughly 0.012 sq mm
  Number of top-level design ports    99
  Core Rows    32
  Die Wd    roughly 110 um
  Fp_density    0.193

Synth
  Post-synthesis cell count from yosys    69
  Area figure in the yosys stat output    0.00151 sq mm
  #FFs+latches synth    32
  Number of instances in the synthesized netlist    ~69
  Mean instance size in the synthesized netlist    approximately 22 sq um
  Area share of the largest cell type after synthesis    0.637
  Main area contributors    edfxtp_1 (64%), mux2_4 (29%), buf_12 (4.0%), mux2_2 (2.2%), buf_6 (0.75%)
  Post-synthesis instance area    roughly 0.0015 sq mm
  Seq share, synth    0.637
  Yosys Warn Count    1
  Synth unique cells    6
  Area leader, netlist    edfxtp_1

Global route
  Number of antenna violations at the first check in global routing    0
  Global-route wire length before repair    ~6000 um
  Number of global-route vias before repair    between 1000 and 1500
  Global Route Usage Sum    0.0650
  Global route overflow    0
  Pin count of the biggest net entering global routing    20

Run status
  Outcome    completed

Flow run
  Count of max-cap constraint violations    0
  Number of logged tool warnings    25

Min path
  Class of the tightest hold or removal check    in -> reg
final timing paths:
path	startpoint	endpoint	slack, ps	depth (start not counted)
worst max-delay path	out[29]	out[29]	750	1
worst min-delay path	reset_n	out[13]	760	2
power groups by stage:
stage	Clock, mW	Combinational (mW)	Sequential [mW]
CTS	0.423	0.342	0.734
global route	0.444	0.358	0.738
finish	0.398	0.331	0.733
metrics by stage:
stage | worst slack (ps) | utilization | hold WS, ps
after floorplan | 419 | - | 677
after global routing | 685 | 0.342 | 776
after CTS | 713 | 0.342 | 763
after global placement | 476 | 0.332 | 1060
after detailed placement | 472 | 0.332 | 1060
final | 747 | 0.342 | 762
metal layers:
layer / global-route usage / up-vias / part of all wire
li1: - / 474 / -
met4: 0.0102 / 0 / 0.015
met3: 0.0264 / 4 / 0.12
met2: 0.107 / 57 / 0.47
met5: 0 / - / 0
met1: 0.0810 / 429 / 0.40
logic make-up after synthesis:
group | synth area share
DFF | 0.637
and+or+nand+nor | 0.00415
muxes | 0.311
buffers and inverters | 0.0473
layout make-up:
type	instances	area [sq um]	area share
clock buffers	7	76.3	0.0286
clock inverters	1	3.75	0.00141
multi-input cells	33	478	0.179
flip-flops and latches	32	961	0.360
well taps	102	128	0.0478
repair buffers	101	1020	0.383
placed cells by master, fill, tap and decap left out:
master	synthesis	routed
mux2_4	29	29
mux2_2	3	3
buf_12	3	2
buf_4	0	1
clkbuf_1	0	2
clkinv_1	0	1
buf_2	0	1
clkbuf_8	0	5
edfxtp_1	32	32
nand2b_2	0	1
clkdlybuf4s50_1	0	97
synthesized netlist by cell type:
cell      count
mux2_2        3
buf_12        3
mux2_4       29
nand2b_1      1
edfxtp_1     32
buf_6         1
Power is estimated from default activity; no workload was simulated.
